==> design.v <==
module exec #(parameter DMEM_ADDR_WIDTH = 12,
                        DMEM_WORD_WIDTH = 16,
                        IALU_WORD_WIDTH = 16,
                        OPCODE_WIDTH    =  4,
                        PC_INCREMENT    =  2,
                        PC_WIDTH        = 12,
                        PMEM_ADDR_WIDTH = 12,
                        PMEM_WORD_WIDTH = 16,
                        REG_IDX_WIDTH   =  4)
             (
             input                         clock,
             input                         reset,
             input                         in_act_branch_ialu_res_ff_eq0,
             input                         in_act_branch_ialu_res_ff_gt0,
             input                         in_act_branch_ialu_res_ff_lt0,
             input                         in_act_ex_incr_pc_is_res,
             input                         in_act_ialu_add,
             input                         in_act_ialu_and,
             input                         in_act_ialu_mul,
             input                         in_act_ialu_neg_src2,
             input                         in_act_ialu_or,
             input                         in_act_ialu_sll,
             input                         in_act_ialu_sra,
             input                         in_act_ialu_src2_is_res,
             input                         in_act_ialu_srl,
             input                         in_act_ialu_xor,
             input                         in_act_jump_to_ialu_res,
             input                         in_act_load_dmem_byte_signed,
             input                         in_act_load_dmem_byte_unsigned,
             input                         in_act_load_dmem_word,
             input                         in_act_store_dmem_byte,
             input                         in_act_store_dmem_word,
             input                         in_act_write_res_to_reg,
             input                  [2:0]  in_cycle_in_instr,
             input                         in_flush,
             input  [PMEM_WORD_WIDTH-1:0]  in_instr,
             input                         in_instr_is_bubble,
             input  [       PC_WIDTH-1:0]  in_pc,
             input  [  REG_IDX_WIDTH-1:0]  in_res_reg_idx,
             input                         in_res_valid_EX,
             input                         in_res_valid_MEM,
             input  [IALU_WORD_WIDTH-1:0]  in_src1,
             input  [IALU_WORD_WIDTH-1:0]  in_src2,
             input  [IALU_WORD_WIDTH-1:0]  in_src3,
             output                        out_act_load_dmem_byte_signed,
             output                        out_act_load_dmem_byte_unsigned,
             output                        out_act_load_dmem_word,
             output                        out_act_store_dmem_byte,
             output                        out_act_store_dmem_word,
             output                        out_act_write_res_to_reg,
             output [PMEM_ADDR_WIDTH-1:0]  out_branch_pc,
             output                 [2:0]  out_cycle_in_instr,
             output [DMEM_ADDR_WIDTH-1:0]  out_dmem_rd_addr,
             output [DMEM_ADDR_WIDTH-1:0]  out_dmem_wr_addr,
             output [DMEM_WORD_WIDTH-1:0]  out_dmem_wr_word,
             output                        out_flush_DC_and_EX,
             output                        out_flush_IF,
             output [PMEM_WORD_WIDTH-1:0]  out_instr,
             output                        out_instr_is_bubble,
             output [       PC_WIDTH-1:0]  out_pc,
             output [IALU_WORD_WIDTH-1:0]  out_res,
             output [  REG_IDX_WIDTH-1:0]  out_res_reg_idx,
             output                        out_res_valid_EX,
             output                        out_res_valid_MEM,
             output                        out_set_pc
             );
    reg                                act_branch_ialu_res_ff_eq0_ff;
    reg                                act_branch_ialu_res_ff_gt0_ff;
    reg                                act_branch_ialu_res_ff_lt0_ff;
    reg                                act_ex_incr_pc_is_res_ff;
    reg                                act_ialu_add_ff;
    reg                                act_ialu_and_ff;
    reg                                act_ialu_mul_ff;
    reg                                act_ialu_neg_src2_ff;
    reg                                act_ialu_or_ff;
    reg                                act_ialu_sll_ff;
    reg                                act_ialu_sra_ff;
    reg                                act_ialu_srl_ff;
    reg                                act_ialu_src2_is_res_ff;
    reg                                act_ialu_xor_ff;
    reg                                act_jump_to_ialu_res_ff;
    reg                                act_load_dmem_byte_signed_ff;
    reg                                act_load_dmem_byte_unsigned_ff;
    reg                                act_load_dmem_word_ff;
    reg                                act_store_dmem_byte_ff;
    reg                                act_store_dmem_word_ff;
    reg                                act_write_res_to_reg_ff;
    reg                         [2:0]  cycle_in_instr_ff;
    reg                                flush_ff;
    reg         [PMEM_WORD_WIDTH-1:0]  instr_ff;
    reg                                instr_is_bubble_ff;
    reg         [       PC_WIDTH-1:0]  pc_ff;
    reg         [  REG_IDX_WIDTH-1:0]  res_reg_idx_ff;
    reg                                res_valid_EX_ff;
    reg                                res_valid_MEM_ff;
    reg  signed [IALU_WORD_WIDTH-1:0]  src1_ff;
    reg  signed [IALU_WORD_WIDTH-1:0]  src2_ff;
    reg         [IALU_WORD_WIDTH-1:0]  src3_ff;
    wire [IALU_WORD_WIDTH-1:0]  src2_mod;
    assign src2_mod = (act_ialu_neg_src2_ff == 0) ? src2_ff : (~src2_ff + 1'b1);
    assign out_instr_is_bubble = (instr_is_bubble_ff | flush_ff);
    assign out_res_valid_EX    = res_valid_EX_ff;
    assign out_res_valid_MEM   = res_valid_MEM_ff;
    assign out_cycle_in_instr  = cycle_in_instr_ff;
    reg  [IALU_WORD_WIDTH-1:0]  ialu_res;
    reg  [IALU_WORD_WIDTH-1:0]  ialu_res_ff;
    always @(posedge clock or posedge reset)
    begin
        if (!reset) begin
            act_branch_ialu_res_ff_eq0_ff  <= in_act_branch_ialu_res_ff_eq0;
            act_branch_ialu_res_ff_gt0_ff  <= in_act_branch_ialu_res_ff_gt0;
            act_branch_ialu_res_ff_lt0_ff  <= in_act_branch_ialu_res_ff_lt0;
            act_ex_incr_pc_is_res_ff       <= in_act_ex_incr_pc_is_res;
            act_ialu_add_ff                <= in_act_ialu_add;
            act_ialu_and_ff                <= in_act_ialu_and;
            act_ialu_mul_ff                <= in_act_ialu_mul;
            act_ialu_neg_src2_ff           <= in_act_ialu_neg_src2;
            act_ialu_or_ff                 <= in_act_ialu_or;
            act_ialu_sll_ff                <= in_act_ialu_sll;
            act_ialu_sra_ff                <= in_act_ialu_sra;
            act_ialu_src2_is_res_ff        <= in_act_ialu_src2_is_res;
            act_ialu_srl_ff                <= in_act_ialu_srl;
            act_ialu_xor_ff                <= in_act_ialu_xor;
            act_jump_to_ialu_res_ff        <= in_act_jump_to_ialu_res;
            act_load_dmem_byte_signed_ff   <= in_act_load_dmem_byte_signed;
            act_load_dmem_byte_unsigned_ff <= in_act_load_dmem_byte_unsigned;
            act_load_dmem_word_ff          <= in_act_load_dmem_word;
            act_store_dmem_byte_ff         <= in_act_store_dmem_byte;
            act_store_dmem_word_ff         <= in_act_store_dmem_word;
            act_write_res_to_reg_ff        <= in_act_write_res_to_reg;
            cycle_in_instr_ff              <= in_cycle_in_instr;
            flush_ff                       <= in_flush;
            instr_ff                       <= in_instr;
            instr_is_bubble_ff             <= in_instr_is_bubble;
            pc_ff                          <= in_pc;
            res_reg_idx_ff                 <= in_res_reg_idx;
            res_valid_EX_ff                <= in_res_valid_EX;
            res_valid_MEM_ff               <= in_res_valid_MEM;
            src1_ff                        <= in_src1;
            src2_ff                        <= in_src2;
            src3_ff                        <= in_src3;
        end
        else begin
            act_branch_ialu_res_ff_eq0_ff  <= 0;
            act_branch_ialu_res_ff_gt0_ff  <= 0;
            act_branch_ialu_res_ff_lt0_ff  <= 0;
            act_ex_incr_pc_is_res_ff       <= 0;
            act_ialu_add_ff                <= 0;
            act_ialu_and_ff                <= 0;
            act_ialu_mul_ff                <= 0;
            act_ialu_neg_src2_ff           <= 0;
            act_ialu_or_ff                 <= 0;
            act_ialu_sll_ff                <= 0;
            act_ialu_sra_ff                <= 0;
            act_ialu_src2_is_res_ff        <= 0;
            act_ialu_srl_ff                <= 0;
            act_ialu_xor_ff                <= 0;
            act_jump_to_ialu_res_ff        <= 0;
            act_load_dmem_byte_signed_ff   <= 0;
            act_load_dmem_byte_unsigned_ff <= 0;
            act_load_dmem_word_ff          <= 0;
            act_store_dmem_byte_ff         <= 0;
            act_store_dmem_word_ff         <= 0;
            act_write_res_to_reg_ff        <= 0;
            cycle_in_instr_ff              <= 0;
            flush_ff                       <= 0;
            instr_ff                       <= 0;
            instr_is_bubble_ff             <= 0;
            pc_ff                          <= 0;
            res_reg_idx_ff                 <= 0;
            res_valid_EX_ff                <= 0;
            res_valid_MEM_ff               <= 0;
            src1_ff                        <= 0;
            src2_ff                        <= 0;
            src3_ff                        <= 0;
        end
    end
    always @(*)
    begin
        if (flush_ff == 0) begin
            out_act_load_dmem_byte_signed   = act_load_dmem_byte_signed_ff;
            out_act_load_dmem_byte_unsigned = act_load_dmem_byte_unsigned_ff;
            out_act_load_dmem_word          = act_load_dmem_word_ff;
            out_act_store_dmem_byte         = act_store_dmem_byte_ff;
            out_act_store_dmem_word         = act_store_dmem_word_ff;
            out_act_write_res_to_reg        = act_write_res_to_reg_ff;
            out_instr                       = instr_ff;
            out_pc                          = pc_ff;
            out_res_reg_idx                 = res_reg_idx_ff;
        end
        else begin
            out_act_load_dmem_byte_signed   = 0;
            out_act_load_dmem_byte_unsigned = 0;
            out_act_load_dmem_word          = 0;
            out_act_store_dmem_byte         = 0;
            out_act_store_dmem_word         = 0;
            out_act_write_res_to_reg        = 0;
            out_instr                       = 0;
            out_pc                          = 0;
            out_res_reg_idx                 = 0;
        end
    end
    always @(*)
    begin
        if (flush_ff == 1) begin
            ialu_res = 0;
        end
        else if (act_ialu_add_ff) begin
            ialu_res = src1_ff + src2_mod;
        end
        else if (act_ialu_mul_ff) begin
           ialu_res = src1_ff * src2_mod;
        end
        else if (act_ialu_sll_ff) begin
            ialu_res = src1_ff << src2_mod;
        end
        else if (act_ialu_srl_ff) begin
            ialu_res = src1_ff >> src2_mod;
        end
        else if (act_ialu_sra_ff) begin
            ialu_res = src1_ff >>> src2_mod;
        end
        else if (act_ialu_and_ff) begin
            ialu_res = src1_ff & src2_mod;
        end
        else if (act_ialu_or_ff) begin
            ialu_res = src1_ff | src2_mod;
        end
        else if (act_ialu_xor_ff) begin
            ialu_res = src1_ff ^ src2_mod;
        end
        else if (act_ialu_src2_is_res_ff) begin
            ialu_res = src2_mod;
        end
        else begin
            ialu_res = 0;
        end
    end
    always @(posedge clock or posedge reset)
    begin
        if (!reset) begin
            ialu_res_ff <= ialu_res;
        end
        else begin
            ialu_res_ff <= 0;
        end
    end
    always @(*)
    begin
        if (flush_ff == 1) begin
            out_flush_DC_and_EX = 0;
            out_flush_IF        = 0;
            out_set_pc          = 0;
            out_branch_pc       = 0;
        end
        else if (act_jump_to_ialu_res_ff) begin
            out_flush_DC_and_EX = 1;
            out_flush_IF        = 1;
            out_set_pc          = 1;
            out_branch_pc       = ialu_res[PMEM_ADDR_WIDTH-1:0];
        end
        else if (    ((cycle_in_instr_ff == 0) && (act_branch_ialu_res_ff_eq0_ff == 1) && (ialu_res == 0))
                  || ((cycle_in_instr_ff == 0) && (act_branch_ialu_res_ff_gt0_ff == 1) && (ialu_res[IALU_WORD_WIDTH-1] == 1'b0) && (ialu_res[IALU_WORD_WIDTH-2:0] != 0))
                  || ((cycle_in_instr_ff == 0) && (act_branch_ialu_res_ff_lt0_ff == 1) && (ialu_res[IALU_WORD_WIDTH-1] == 1'b1))
                )
        begin
            out_flush_DC_and_EX = 0;
            out_flush_IF        = 1;
            out_set_pc          = 0;
            out_branch_pc       = 0;
        end
        else if (    ((cycle_in_instr_ff == 1) && (act_branch_ialu_res_ff_eq0_ff == 1) && (ialu_res_ff == 0))
                  || ((cycle_in_instr_ff == 1) && (act_branch_ialu_res_ff_gt0_ff == 1) && (ialu_res_ff[IALU_WORD_WIDTH-1] == 1'b0) && (ialu_res_ff[IALU_WORD_WIDTH-2:0] != 0))
                  || ((cycle_in_instr_ff == 1) && (act_branch_ialu_res_ff_lt0_ff == 1) && (ialu_res_ff[IALU_WORD_WIDTH-1] == 1'b1))
                )
        begin
            out_flush_DC_and_EX = 1;
            out_flush_IF        = 1;
            out_set_pc          = 1;
            out_branch_pc       = ialu_res[PMEM_ADDR_WIDTH-1:0];
        end
        else begin
            out_flush_DC_and_EX = 0;
            out_flush_IF        = 0;
            out_set_pc          = 0;
            out_branch_pc       = 0;
        end
    end
    always @(*)
    begin
        if (flush_ff == 1) begin
            out_dmem_rd_addr = 0;
        end
        else if (act_load_dmem_word_ff | act_load_dmem_byte_signed_ff | act_load_dmem_byte_unsigned_ff) begin
            out_dmem_rd_addr = ialu_res[DMEM_ADDR_WIDTH-1:0];
        end
        else begin
            out_dmem_rd_addr = 0;
        end
        if (flush_ff == 1) begin
            out_dmem_wr_addr = 0;
            out_dmem_wr_word = 0;
        end
        if (act_store_dmem_word_ff | act_store_dmem_byte_ff) begin
            out_dmem_wr_addr = ialu_res[DMEM_ADDR_WIDTH-1:0];
            out_dmem_wr_word = src3_ff;
        end
        else begin
            out_dmem_wr_addr = 0;
            out_dmem_wr_word = 0;
        end
    end
    always @(*)
    begin
        if (act_ex_incr_pc_is_res_ff) begin
            out_res[IALU_WORD_WIDTH-1:PC_WIDTH] = 0;
            out_res[       PC_WIDTH-1:       0] = pc_ff+PC_INCREMENT;
        end
        else begin
            out_res = ialu_res;           
        end
    end
endmodule
==> run.sh <==
#!/bin/bash
# OpenROAD 26Q1-2900-gdf79404cd8, Yosys 0.63+post, stock flow scripts
make -C /OpenROAD-flow-scripts/flow DESIGN_CONFIG=/design/flow/config.mk WORK_HOME=/design/flow/orfs finish
==> config.mk <==
export PLATFORM = sky130hd
export DESIGN_NAME = exec
export DESIGN_NICKNAME = exec
export VERILOG_FILES = /design/flow/design.v
export SDC_FILE = /design/flow/constraint.sdc
export NUM_CORES = 4
export LEC_CHECK = 1
export CORE_UTILIZATION = 30
==> constraint.sdc <==
current_design exec

set clk_period 20.6
set clk_io_pct 0.2

create_clock -name clk0 -period $clk_period [get_ports {clock}]

set non_clock_inputs [all_inputs -no_clocks]
set_input_delay [expr $clk_period * $clk_io_pct] -clock clk0 $non_clock_inputs
set_output_delay [expr $clk_period * $clk_io_pct] -clock clk0 [all_outputs]
==> flow_metrics.tcl <==
# collected from the flow reports
set metrics [dict create \
    via_per_inst 5.33 \
    drt_iter0_markers 1087 \
    core_sq_um 41900 \
    ir_drop_mv 0.106 \
    setup_violations 0 \
    synth_cell_types 94 \
    tightestPinTransition_ns 0.926 \
    maxSlewHeadroom 0.383 \
    p_per_area_nw_per_um2 110 \
    edf_count 0 \
    dieArea_sq_um 43200 \
    antenna_found_initial 0 \
    antenna_cells_inserted 0 \
    clk_latency_ns 0.46 \
    cts_setup_buffers 0 \
    synth_flops 124 \
    dp_hpwl_mm 36.3 \
    cts_tree "done" \
    htreeDepth 4 \
    die_w_um 208 \
    syn_to_final_growth_pct 26.2 \
    critPathKind "register to output pin" \
    num_rows 75 \
    maxCapViolations 0 \
    netlist_area_sq_um 12700 \
    finalCriticalPeriod_ns 13.44 \
    hold_path_class "register to register" \
    power.leakage_nw 6.93 \
    max_freq_ghz 0.0744 \
    path_max_fanout 49 \
    clockBufferDepth 2 \
    clock-root-buffer "clkbuf_16" \
    io_pins 225 \
    die_h_um 208 \
    grt_pass1_wl_mm 74.2 \
    fp_util 0.304 \
    hold_depth 2 \
    grt_start_max_net_pins 72 \
    finalWirelength_mm 48.0 \
    setup_ws_ns 7.16 \
    path_depth 31 \
    ys_area_sq_um 12700 \
    clock_sinks 124 \
    grtUsageTotal 0.233 \
    place.port_buffers 224 \
    tool_warnings 42 \
    overflow 0 \
    yosysCellCount 1492 \
    rsz0062_at_grt "no" \
    cts_buffers 17 \
    critical_path.endpoint_type "output pin" \
    ys.flop_type "dfrtp_1" \
    skew_ns 0.0213 \
    startpoint_type "register" \
    timing.final.crit_share 0.652 \
    synth_seq_share 0.244 \
    cp_slowest_cell "fa_1" \
    grt_pass1_vias 11900 \
    cp_top_family "adder cells" \
    via_count 11900 \
    rr_worst_depth 28 \
    arrival_ns 9.32 \
    drt_first_pass_iters 6 \
    fin_setup_tns_ns 0 \
    drc 0 \
    cp_num_buf_inv 9 \
    dpl_worst_slack_ns 7.74 \
    async_flop_share 1.00 \
    wl_per_cell_um 21.6 \
    gp_congestion 0.987 \
    crit_required_ns 16.48 \
    cpPeakStageDelay_ns 0.53 \
    postCtsHoldBufs 0 \
    synth_cells 1492 \
    cts_resized 0 \
    yosysWarnings 51 \
    antenna_left 0 \
    status "finished, final reports clean" \
    syn_area_per_cell_sq_um 8.52 \
    cts.clk_slew.worst_paths_ns 0.07 \
    report.final.slew_viol_count 0 \
    hold_viol_final 0 \
    layout-drive-gt1-share 0.0719 \
]
==> flip-flops by register name (all words and copies together), names as in the netlist, 3 cells and up <==
register,cells
cycle_in_instr_ff,3
src2_ff,16
res_reg_idx_ff,4
src3_ff,16
instr_ff,16
src1_ff,16
ialu_res_ff,16
pc_ff,12
==> worst min-delay path, delay by kind of cell (launching register included) <==
kind	cells	cell delay [ns]
buf+inv	1	0.30
simple gates	1	0.21
flops	1	0.38
==> cell families after synthesis <==
group,Yosys count,share of synthesized area
AND/OR/NAND/NOR,523,0.196
AND-OR/OR-AND,310,0.175
buffers and inverters,268,0.0846
adder cells (fa/ha/maj),165,0.210
flip-flops,124,0.244
XOR/XNOR,60,0.0457
multiplexers,42,0.0444
==> final cells by class <==
cell class	count	area [sq um]
fillers	4210	25800
multi-input cells	1100	8550
clock inverters	15	170
inverters	175	662
repair buffers	253	2460
flip-flops and latches	124	3110
well taps	539	674
clock buffers	17	425
==> synth_stat cells, drive strengths merged (6+ instances only) <==
cell,number,area share
o311a,6,0.0047
nand4,9,0.0044
nor4,14,0.0074
or3,12,0.0059
or4,7,0.0047
ha,85,0.084
nand2,153,0.045
a211oi,26,0.016
nor2b,71,0.035
buf,29,0.014
or2,8,0.0039
o21ai,62,0.024
and2,8,0.0039
nor3,25,0.010
a221o,6,0.0047
xor2,12,0.0083
dfrtp,124,0.24
o41ai,9,0.0074
mux2i,26,0.020
xnor2,44,0.030
o211ai,14,0.0087
nand3,30,0.012
nand2b,13,0.0064
fa,80,0.13
inv,171,0.050
o31a,7,0.0049
clkbuf,64,0.019
a21oi,61,0.025
nor2,156,0.046
o21a,9,0.0053
a31oi,18,0.0093
a221oi,15,0.010
a21o,12,0.0071
o31ai,9,0.0068
and3,6,0.0030
mux4,11,0.019
==> path summary, 6_finish.rpt <==
check,from,endpoint,slack [ns]
max,src2_ff[0],out_flush_IF,7.16
min,flush_ff,ialu_res_ff[15],0.96
max reg2reg,src2_ff[0],ialu_res_ff[15],12.60
min reg2reg,flush_ff,ialu_res_ff[15],0.96
max in group asynchronous,reset,flush_ff,15.22
min in group asynchronous,reset,src1_ff[3],4.14
==> report_power, final <==
group	internal, mW	leakage, nW	switching, mW
clock	0.173	0.288	0.137
combinational	0.503	5.18	0.678
sequential	0.263	1.46	0.0185
==> layer usage <==
| layer | GRT usage | wire (um) | up-vias |
|---|---|---|---|
| met5 | 0.00779 | 0 | - |
| met4 | 0.0945 | 2310 | 0 |
| met3 | 0.0518 | 3970 | 101 |
| met2 | 0.358 | 21700 | 545 |
| met1 | 0.325 | 20000 | 5755 |
| li1 | - | - | 5456 |
==> stage by stage <==
| step | power, mW | instances | instance area (sq um) | hold slack, ns | util |
|---|---|---|---|---|---|
| after floorplan | 1.05 | 1492 | 12700 | 0.610 | - |
| after global placement | 1.46 | 2191 | 15500 | 0.937 | 0.369 |
| after detailed placement | 1.46 | 2191 | 15500 | 0.946 | 0.369 |
| after CTS | 1.79 | 2223 | 16100 | 0.960 | 0.383 |
| after global routing | 1.92 | 2223 | 16100 | 0.999 | 0.383 |
| final | 1.77 | 2223 | 16100 | 0.964 | 0.383 |
==> cells in the final DEF, fill, tap and decap left out, types with 42 or more instances in the layout <==
cell type and count:
clkdlybuf4s50_1 224, inv_1 168, nor2_1 154, nand2_1 152
dfrtp_1 122, ha_1 85, fa_1 80, nor2b_1 71
a21oi_1 59, o21ai_0 57, xnor2_1 42
Power and IR drop assume default switching activity.
