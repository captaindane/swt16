===== /design/flow/run.sh =====
#!/bin/bash
# OpenROAD 26Q1-2900-gdf79404cd8, Yosys 0.63+post, stock flow scripts
make -C /OpenROAD-flow-scripts/flow DESIGN_CONFIG=/design/flow/config.mk WORK_HOME=/design/flow/orfs finish

===== /design/flow/config.mk =====
export PLATFORM = sky130hd
export DESIGN_NAME = fetch
export DESIGN_NICKNAME = fetch
export VERILOG_FILES = /design/flow/design.v
export SDC_FILE = /design/flow/constraint.sdc
export NUM_CORES = 4
export LEC_CHECK = 1
export CORE_UTILIZATION = 50

===== /design/flow/constraint.sdc =====
current_design fetch

set clk_period 3.2
set clk_io_pct 0.2

create_clock -name clk0 -period $clk_period [get_ports {clock}]

set non_clock_inputs [all_inputs -no_clocks]
set_input_delay [expr $clk_period * $clk_io_pct] -clock clk0 $non_clock_inputs
set_output_delay [expr $clk_period * $clk_io_pct] -clock clk0 [all_outputs]

===== /design/flow/design.v =====
module fetch #(parameter PC_WIDTH=12, PMEM_WIDTH=16, PC_INCREMENT=2)
           (
            input                        clock,
            input                        reset,
            input      [  PC_WIDTH-1:0]  in_branch_pc,         
            input                        in_flush,             
            input      [PMEM_WIDTH-1:0]  in_instr,             
            input                        in_set_pc,            
            input                        in_stall,             
            output     [PMEM_WIDTH-1:0]  out_instr,            
            output reg                   out_instr_is_bubble,  
            output     [  PC_WIDTH-1:0]  out_pc,               
            output     [  PC_WIDTH-1:0]  out_pmem_addr         
           );
    reg  [PMEM_WIDTH-1:0]  instr_ff;
    reg  [  PC_WIDTH-1:0] pc_next;
    reg  [  PC_WIDTH-1:0] pc_next_int;
    wire [  PC_WIDTH-1:0] pc_next_ext;
    reg  [  PC_WIDTH-1:0] pc_ff;
    reg  [  PC_WIDTH-1:0] pc_ff2;
    localparam MAX_PC = ((1<<PC_WIDTH)-PC_INCREMENT);
    assign pc_next_ext   = in_branch_pc;
    assign out_pc        = in_stall ? pc_ff2 : pc_ff;
    assign out_pmem_addr = pc_next;
    always @(posedge clock or posedge reset)
    begin
        if (!reset) begin
            instr_ff <= in_instr;
            pc_ff    <= pc_next;
            pc_ff2   <= pc_ff;
        end
        else begin
            instr_ff <= 0;
            pc_ff    <= MAX_PC;
            pc_ff2   <= 0;
        end
    end
    always @(posedge clock or posedge reset)
    begin
        if (!reset) begin
            out_instr_is_bubble <= in_flush;
        end
        else begin
            out_instr_is_bubble <= 0;
        end
    end
    always @(*)
    begin
        pc_next_int = pc_ff + PC_INCREMENT;
    end
    always @(*)
    begin
        if (in_stall) begin
            pc_next = pc_ff;
        end
        else if (in_set_pc == 1) begin
            pc_next = pc_next_ext;
        end
        else begin
            pc_next = pc_next_int;
        end
    end
    always @(*)
    begin
        if (in_flush == 1)
            out_instr = 0;
        else if (in_stall == 1)
            out_instr = instr_ff;
        else
            out_instr = in_instr;
    end
endmodule

==> flow_summary.ini <==
; synthesis and place-and-route metrics
[yosys]
yosys_warnings = 4
synth_area_per_cell_sq_um = 11.2
most_common_cell = dfrtp_1
syn_area_sq_um = 1810
synth_cell_types = 28
syn-instance-count = 162
area_leaders = dfrtp_1, dfstp_2, mux2i_1
yosys-stat-area_sq_um = 1810
yosysSeqAreaShare_pct = 57.5
synth-edff-count = 0
yosys.area_share.adder_pct = 0.692
ys_sh_aoi_pct = 10.3
mux_share_pct = 16.7
flop_cell = dfrtp_1
largest_area_cell = dfrtp_1
synth_top_area_share_pct = 41.5
async_flop_share_pct = 100
topCombFamilyByArea = multiplexers
top_cells_by_count = dfrtp_1, nor2_1, mux2i_1
ys_cells = 162
ys_ff = 41
yosys.area_share.simple_pct = 11.3
xor_share_pct = 0

[critical_path]
cp-end-kind = output port
critPathLaunchType = flop
criticalPathCategory = reg -> out
crit_start = pc_ff[3]
reg2reg_slack_ns = 1.52
cp.required_ns = 2.56
r2r_end = pc_ff[10]
critPathMaxFanout = 9
reg2reg_from = pc_ff[3]
arrival_ns = 2.43
crit_path_end = out_pmem_addr[10]
ff2ff_path_depth = 4

[die]
die_area_sq_um = 3860
ios = 74
core_area_sq_um = 3390
die_y_um = 62.2
fp_util_pct = 53.4
die_w_um = 62.2
rows = 21

[drt]
wire_per_inst_um = 13.7
first_iter_violations = 71
ant_nets = 0
totalWireLength_mm = 3.87
wl_met1_mm = 1.95
remaining_drc_errors = 0
dr_wl_met2_mm = 1.63
first_pass_iters = 4
wl_met3_um = 248
vias_per_cell = 5.28
top_layer = met4
via_count = 1488
diodes = 0

[pwr]
p_switching_uw = 304
swShare_pct = 24.8
powerDensity_nw_per_um2 = 464
pwr-share-clk_pct = 23.3
power_mw = 1.23
vdd_drop_max_v = 0.000364
seq_power_share_pct = 52.5
combPwrFrac_pct = 24.2
p_leak_nw = 1.15
intPower_uw = 922

[final_layout]
fill_cells = 203
fin_area_sq_um = 2640
area_growth_pct = 46.0
layout-drive-gt1-share_pct = 15.3

[min_path]
hold_path.class = reg -> reg

[clock_network]
clockRootBuffer = clkbuf_4
cts_made_buffers = 5
cts.htree.levels = 2
cts_tree = yes
cts_buffer_depth = 2
clk_pin_slew_worst_paths_ns = 0.12
clkSinkCount = 41
insertion_delay_ns = 0.34
ctsHoldBuffers = 0

[sta]
fin_setup_tns_ns = 0
finalCriticalPeriod_ns = 3.07
skew_ns = 0.00598
finalHoldViolCount = 0
worstMarginPinSlew_ns = 0.575
setup_viol = 0
rsz0062_at_grt = false
slew_headroom_pct = 61.6
holdWs_ns = 0.408
fmax_mhz = 326
period_used_pct = 95.9
slew_viol_final = 0
timing.final.ws_setup_ns = 0.130

[outcome]
status = completed

[placement]
port_buffers = 73
routabilityCongestion = 0.824
place_area_sq_um = 2570
dpl_worst_slack_ns = 0.264
dpl.hpwl_mm = 2.65

[grt]
grt.overflow.total = 0
grt_pass1_wl_mm = 6.83
antenna_found_initial = 0
first_global_vias = 1467
grt_start_max_net_pins = 42
grt.total_usage_pct = 22.8

[run]
maxCapViolCount = 0
warnings = 26
[state kept, by name, summed over array words and instances, names as in the netlist]
| register | count |
|---|---|
| instr_ff | 16 |
| pc_ff2 | 12 |
| out_instr_is_bubble | 1 |
| pc_ff | 12 |
[worst min-delay path by stage]
stage              from          to  slack [ns]  depth (start not counted)
CTS            pc_ff[0]   pc_ff2[0]        0.41                          0
global route  pc_ff[11]  pc_ff2[11]        0.43                          0
finish         pc_ff[0]   pc_ff2[0]        0.41                          0
[placed cells by master, fill, tap and decap left out, drive strengths merged]
master | Yosys | layout
and4 | 1 | 1
ha | 1 | 1
inv | 3 | 3
clkbuf | 4 | 7
a41o | 2 | 2
nor3 | 2 | 2
a31oi | 2 | 2
dfrtp | 30 | 30
a22oi | 2 | 2
mux2 | 10 | 10
clkdlybuf4s50 | 0 | 72
clkinv | 1 | 2
nand4 | 2 | 2
o31ai | 1 | 1
o21ai | 9 | 9
and3 | 1 | 1
buf | 6 | 4
or4 | 1 | 1
nand3 | 6 | 6
dfstp | 11 | 11
o22ai | 6 | 6
nand2 | 13 | 13
a21oi | 8 | 8
a41oi | 1 | 1
nor2 | 20 | 20
mux2i | 19 | 19
[power groups by stage]
stage,logic (mW),clock network [mW],registers [mW]
final,0.297,0.285,0.644
after global routing,0.326,0.318,0.655
after CTS,0.299,0.296,0.643
[repair_timing]
item	in CTS	in global routing
setup buffers	0	0
endpoints found under the setup margin	0	3
hold endpoints to repair	0	0
gates resized	0	2
[routing by layer]
metal | up-vias | GRT usage [%]
met5 | - | 0
met1 | 705 | 40.2
met3 | 4 | 5.78
li1 | 727 | -
met4 | 0 | 2.33
met2 | 52 | 31.7
[layout make-up]
type | instances | area (sq um) | share of cell area, %
multi-input cells | 107 | 711 | 26.9
clock inverters | 1 | 5.00 | 0.189
well taps | 46 | 57.6 | 2.18
inverters | 4 | 15.0 | 0.568
clock buffers | 7 | 65.1 | 2.46
flip-flops and latches | 41 | 1040 | 39.4
repair buffers | 76 | 748 | 28.3
[stage by stage]
step | utilization [%] | instances
6_report | 77.9 | 282
5_1_grt | 77.9 | 282
4_1_cts | 77.8 | 282
3_5_place_dp | 75.7 | 274
3_3_place_gp | 75.7 | 274
2_1_floorplan | - | 162
[cell families after synthesis]
kind of cell	count (synthesis)
compound gates	31
fa+ha+maj	1
buf+inv	14
flops	41
mux	29
simple gates	46
[worst max-delay path: stages (launching register included)]
cell	delay, ns
dfstp_2	0.62
and4_2	0.34
nand4_2	0.12
or4_1	0.40
nand3_1	0.13
clkdlybuf4s50_1	0.47
Power and IR drop assume default switching activity.
